## /design/flow/config.mk

```make
export PLATFORM = sky130hd
export DESIGN_NAME = cordic_dds
export DESIGN_NICKNAME = cordic_dds
export VERILOG_FILES = /design/flow/design.v
export SDC_FILE = /design/flow/constraint.sdc
export NUM_CORES = 4
export LEC_CHECK = 1
export CORE_UTILIZATION = 50
```

## /design/flow/constraint.sdc

```tcl
current_design cordic_dds

set clk_period 17.2
set clk_io_pct 0.2

create_clock -name clk0 -period $clk_period [get_ports {clk}]

set non_clock_inputs [all_inputs -no_clocks]
set_input_delay [expr $clk_period * $clk_io_pct] -clock clk0 $non_clock_inputs
set_output_delay [expr $clk_period * $clk_io_pct] -clock clk0 [all_outputs]
```

## /design/flow/design.v

```verilog
`timescale 1ns / 1ps
module cordic_dds #(
 parameter OUT_WIDTH = 16,
 parameter OUT_REGISTER_EN = 1,
 parameter FREQ_WORD_INIITIAL = 32'h6D3A06,  
 parameter PHASE_WORD_INIITIAL = 0,
 parameter K = 16'h4DBA
)(
 input                      clk,
 input                      rst_n,
 input                      cfg_vld,
 input      [31:0]          cfg_freq_word,
 input      [31:0]          cfg_phase_word,
 output reg                 sig_vld_o,
 output     [OUT_WIDTH-1:0] sin_o,
 output     [OUT_WIDTH-1:0] cos_o
    );
 localparam PRO_DELAY = OUT_WIDTH + OUT_REGISTER_EN;
 reg [31:0] phase_accum;  
 reg [31:0] add_freq_wd;
 reg [4:0]  pro_cnt;
 always@(posedge clk or negedge rst_n)  
 begin
     if(rst_n == 1'b0)begin
         phase_accum <= PHASE_WORD_INIITIAL;
         add_freq_wd <= FREQ_WORD_INIITIAL;
     end else if(cfg_vld == 1'b1)begin 
         phase_accum <= cfg_phase_word;
         add_freq_wd <= cfg_freq_word;
     end else begin
         phase_accum <=  phase_accum + add_freq_wd;
     end
 end
 always@(posedge clk or negedge rst_n)  
 begin
     if(rst_n == 1'b0)begin
         pro_cnt <= 'h0;
         sig_vld_o <= 1'b0;
     end else if(pro_cnt == PRO_DELAY) begin
         pro_cnt <=  pro_cnt;
         sig_vld_o <= 1'b1;
     end else begin
         pro_cnt <=  pro_cnt + 1'b1;
         sig_vld_o <= 1'b0;
     end
 end
 cordic_sin_cos #(
 .OUT_WIDTH (OUT_WIDTH),
 .OUT_REGISTER_EN(OUT_REGISTER_EN),
 .K(K)
 )cordic_sin_cos_inst(
 .clk    (clk),
 .rst_n  (rst_n),
 .angle  (phase_accum[31:12]),
 .cos_o  (cos_o),
 .sin_o  (sin_o)
  );
endmodule
`timescale 1ns / 1ps
module cordic_sin_cos#(
 parameter OUT_WIDTH = 16,
 parameter OUT_REGISTER_EN = 1,
 parameter K = 16'h4DBA
)(
 input                       clk,
 input                       rst_n,
 input  [19:0]               angle,
 output [OUT_WIDTH-1:0]      cos_o,
 output [OUT_WIDTH-1:0]      sin_o
    );
    localparam OUT_WIDTH_EXP = 4;
    localparam K_EXP = {K,{OUT_WIDTH_EXP{1'b0}}};
    localparam ITERATION_NUM = OUT_WIDTH;
    localparam [16*21-1:0] actan_table =  { 21'h20000,21'h12E40,21'h09FB4,21'h05111,
                                            21'h028B1,21'h0145D,21'h00A2F,21'h00518,
                                            21'h0028C,21'h00146,21'h000A3,21'h00051,
                                            21'h00029,21'h00014,21'h0000A,21'h00005};
    reg  signed [OUT_WIDTH+OUT_WIDTH_EXP:0]   real_x[0:ITERATION_NUM];
    reg  signed [OUT_WIDTH+OUT_WIDTH_EXP:0]   imag_y[0:ITERATION_NUM];
    reg  signed [20:0]                        angl_z[0:ITERATION_NUM];
    wire        [1:0]                         quadrant;
    reg  signed [OUT_WIDTH+OUT_WIDTH_EXP:0]   init_x;
    reg  signed [OUT_WIDTH+OUT_WIDTH_EXP:0]   init_y;
    reg  signed [20:0]                        init_z;
    assign quadrant = angle[19:18];
    always @(quadrant,angle) begin
        case (quadrant)
            2'b00:begin
                init_x = K_EXP;
                init_y = 0;
                init_z = {1'b0,angle};
            end
            2'b01:begin
                init_x = -K_EXP;
                init_y = 0;
                init_z = {3'b111,angle[17:0]};
            end
            2'b10: begin
                init_x = -K_EXP;
                init_y = 0;
                init_z = {3'b000,angle[17:0]};
            end
            2'b11:begin
                init_x = K_EXP;
                init_y = 0;
                init_z = {1'b1,angle};
            end
            default:begin
                init_x = 0;
                init_y = 0;
                init_z = 0;
            end
        endcase
    end
    always@(posedge clk or negedge rst_n)  
    begin
        if(rst_n == 1'b0)begin
            real_x[0] <= 'h0;
            imag_y[0] <= 'h0;
            angl_z[0] <= 'h0;
        end else begin
            real_x[0] <= init_x;
            imag_y[0] <= init_y;
            angl_z[0] <= init_z;
        end
    end
    genvar i;
    generate
        for (i = 1 ; i <= ITERATION_NUM; i= i + 1)
        begin: iter
                always@(posedge clk or negedge rst_n)  
                    begin
                        if(rst_n == 1'b0)begin
                            real_x[i] <= 'h0;
                            imag_y[i] <= 'h0;
                            angl_z[i] <= 'h0;
                        end else if(angl_z[i-1][20]==1'b1)begin  
                            real_x[i] <= real_x[i-1] + ( imag_y[i-1]>>>(i-1) );
                            imag_y[i] <= imag_y[i-1] - ( real_x[i-1]>>>(i-1) );
                            angl_z[i] <= angl_z[i-1] + $signed(actan_table[(21*(16-i+1)-1)-:21]);
                        end else begin
                            real_x[i] <= real_x[i-1] - ( imag_y[i-1]>>>(i-1) );
                            imag_y[i] <= imag_y[i-1] + ( real_x[i-1]>>>(i-1) );
                            angl_z[i] <= angl_z[i-1] - $signed(actan_table[(21*(16-i+1)-1)-:21]);
                        end
                    end
        end
    endgenerate
    wire [OUT_WIDTH:0]   real_x_cut;
    wire [OUT_WIDTH:0]   imag_y_cut;
    reg  [OUT_WIDTH-1:0] cos_over_pro;
    reg  [OUT_WIDTH-1:0] sin_over_pro;
    assign real_x_cut = real_x[ITERATION_NUM][OUT_WIDTH+OUT_WIDTH_EXP:OUT_WIDTH_EXP];
    assign imag_y_cut = imag_y[ITERATION_NUM][OUT_WIDTH+OUT_WIDTH_EXP:OUT_WIDTH_EXP];
    always@(*)begin
            case(real_x_cut[OUT_WIDTH:OUT_WIDTH-1])
                2'b00:cos_over_pro = real_x_cut[OUT_WIDTH-1:0];
                2'b01:cos_over_pro = {1'b0,{(OUT_WIDTH-1){1'b1}}};
                2'b10:cos_over_pro = {1'b1,{(OUT_WIDTH-2){1'b0}},1'b1};
                2'b11:cos_over_pro = real_x_cut[OUT_WIDTH-1:0];
                default:cos_over_pro = real_x_cut[OUT_WIDTH-1:0];
            endcase
    end
    always@(*)begin
            case(imag_y_cut[OUT_WIDTH:OUT_WIDTH-1])
                2'b00:sin_over_pro = imag_y_cut[OUT_WIDTH-1:0];
                2'b01:sin_over_pro = {1'b0,{(OUT_WIDTH-1){1'b1}}};
                2'b10:sin_over_pro = {1'b1,{(OUT_WIDTH-2){1'b0}},1'b1};
                2'b11:sin_over_pro = imag_y_cut[OUT_WIDTH-1:0];
                default:sin_over_pro = imag_y_cut[OUT_WIDTH-1:0];
            endcase
    end
    generate if (OUT_REGISTER_EN == 1'b1) begin:reg_out
        reg [OUT_WIDTH-1:0] cos_r;
        reg [OUT_WIDTH-1:0] sin_r;
        always@(posedge clk or negedge rst_n) begin
            if(rst_n == 1'b0)begin
                cos_r <= 'h0;
                sin_r <= 'h0;
            end else begin
                cos_r <= cos_over_pro;
                sin_r <= sin_over_pro;
            end
        end
        assign cos_o = cos_r;
        assign sin_o = sin_r;
    end else begin:no_reg_out
        assign cos_o = cos_over_pro;
        assign sin_o = sin_over_pro;
    end
    endgenerate
endmodule
```

## /design/flow/run.sh

```bash
#!/bin/bash
# OpenROAD 26Q1-2900-gdf79404cd8, Yosys 0.63+post, stock flow scripts
make -C /OpenROAD-flow-scripts/flow DESIGN_CONFIG=/design/flow/config.mk WORK_HOME=/design/flow/orfs finish
```

==> flow_metrics.tcl <==
# yosys + openroad results
set metrics [dict create \
    hold_class "flop to flop" \
    period_used_pct 34.8 \
    crit_required_ps 18000 \
    report.final.slew_viol_count 0 \
    postRouteAntennaNets 0 \
    synthMostInstantiatedCell "dfrtp_1" \
    setup_viol_count_final 0 \
    clockBufferDepth 3 \
    overflow 0 \
    grt_antenna_before_repair 5 \
    cp.arrival_ps 6780 \
    floorplan.core_util_pct 50.4 \
    top_area_cell "dfrtp_1" \
    htree_levels 3 \
    status "finished, final reports clean" \
    grtUsageTotal_pct 23.1 \
    num_antenna_cells 0 \
    synth_cells 7909 \
    worstSkewPairLatency_ps 730 \
    synthTopCellsByArea "dfrtp_1, ha_1, xnor2_1" \
    syn_avg_cell_area_um2 9.41 \
    dieWidth_um 388 \
    cp-end-kind "asynchronous set/reset pin" \
    cts_sinks 1041 \
    ys_ff 1041 \
    io_buffers 99 \
    hp-start "cordic_sin_cos_inst.angl_z[7][2]" \
    fin_tns_setup_ps 0 \
    tritoncts "done" \
    worst_pin_slew_ps 939 \
    via_count 56200 \
    routed_via_density 5.56 \
    dr.pass1.iters 6 \
    finalWirelength_um 166000 \
    clock.fmax_mhz 167 \
    rr_startpoint "cordic_sin_cos_inst.imag_y[6][9]" \
    drive_gt1_share_pct 4.92 \
    grt_pass1_wl_um 276000 \
    grt_max_degree 133 \
    clockRootBuffer "clkbuf_16" \
    nFillCells 12700 \
    edf_count 0 \
    reg2reg_to "cordic_sin_cos_inst.real_x[7][20]" \
    reg2reg_slack_ps 12870 \
    hold_violations 0 \
    hold_depth 0 \
    synthFlopType "dfrtp_1" \
    crit_path_max_fanout 132 \
    gp_congestion 0.918 \
    num_rows 141 \
    core-area_mm2 0.148 \
    netlist_area_mm2 0.0744 \
    clkTransAtPathRegs_ps 60 \
    warnings 89 \
    rsz0062_at_grt "false" \
    clock_skew_ps 24.2 \
    final_util_pct 55.6 \
    cts_buffers 118 \
    area_growth_pct 10.2 \
    ys_cells 7909 \
    die_y_um 388 \
    drt-initial-drc-count 3062 \
    die_area_mm2 0.150 \
    maxCapViolCount 0 \
    min_period_ps 5980 \
    yosys_warnings 5 \
    worstSetupStartpointType "input pin" \
    postSynthSeqShare_pct 35.0 \
    cts_resized 0 \
    wl_per_cell_um 16.4 \
    post-cts-setup-buffers 0 \
    async_flop_share_pct 100 \
    whs_ps 347 \
    relSlewSlack_pct 37.2 \
    grt_pass1_vias 53400 \
    yosys_area_mm2 0.0744 \
    dpl.hpwl_um 130000 \
    ys_top_cells_by_count "dfrtp_1, ha_1, a21oi_1" \
    ctsHoldBuffers 0 \
    min_to "cordic_sin_cos_inst.angl_z[8][2]" \
    crit_type "input pin to asynchronous set/reset pin" \
    yosysUniqueCellTypes 97 \
    yosysTopAreaCellShare_pct 34.6 \
    drcViolationCount 0 \
    pin_count 100 \
    rr_worst_depth 13 \
]
## cells in the final DEF (no fill, tap or decap), types with 111 or more instances in the layout
master	Yosys	layout
dfrtp_1	1030	1030
ha_1	976	976
a21oi_1	793	793
nor2_1	727	727
xnor2_1	727	727
nand2_1	418	418
inv_1	399	399
o21ai_0	361	361
xor2_1	304	304
nor3_1	261	261
a21o_1	221	221
nand3_1	137	137
o21a_1	131	131
clkbuf_16	0	120
nor2b_1	111	111
## cells by family after synthesis
logic type / after synthesis / synth area share, %
AOI/OAI and AO/OA: 2105 / 17.8
and+or+nand+nor: 2100 / 13.3
DFF: 1041 / 35.0
xor gates and xnor gates: 1031 / 12.1
adders and majority gates: 1016 / 17.5
buffers and inverters: 499 / 2.53
muxes: 116 / 1.67
other: 1 / 0.00504
## metrics by stage
| stage | std cells | setup WS [ps] | area (um2) |
|---|---|---|---|
| 3_5_place_dp | 9882 | 10330 | 77800 |
| 3_3_place_gp | 9882 | 10430 | 77800 |
| 6_report | 10100 | 11220 | 82000 |
| 5_1_grt | 10100 | 10650 | 82000 |
| 4_1_cts | 10100 | 11120 | 82000 |
| 2_1_floorplan | 7909 | 12670 | 74400 |
## worst max-delay path, stage by stage
cell    delay [ps]
buf_8          500
buf_4          620
buf_4          670
buf_12         560
buf_4          640
## layer usage
metal / vias up / wire length, um / GRT usage (%)
met5: - / 0 / 0
met4: 0 / 2970 / 3.64
met3: 196 / 7380 / 3.15
met2: 885 / 74100 / 35.2
met1: 26500 / 81400 / 36.8
li1: 28600 / - / -
## area by class of cell
cell class                      instances  area (um2)  share of cell area, %
Inverter                              402        1510                   1.84
Sequential cell                      1041       26100                   31.8
Timing Repair Buffer                  140        1320                   1.61
Clock buffer                          159        3390                   4.13
Multi-Input combinational cell       6369       46500                   56.6
Tap cell                             1930        2410                   2.94
Clock inverter                         63         860                   1.05
## worst max-delay path by stage
| stage | start | end | slack [ps] | depth (start not counted) |
|---|---|---|---|---|
| 6_report | rst_n | cordic_sin_cos_inst.angl_z[6][20] | 11220 | 5 |
| 5_1_grt | rst_n | cordic_sin_cos_inst.angl_z[6][1] | 10650 | 5 |
| 4_1_cts | rst_n | cordic_sin_cos_inst.real_x[8][8] | 11120 | 5 |
## flip-flops by register name, summed over array words and instances, names as in the netlist
| register | count |
|---|---|
| cordic_sin_cos_inst.reg_out.cos_r | 16 |
| sig_vld_o | 1 |
| pro_cnt | 5 |
| cordic_sin_cos_inst.angl_z | 314 |
| cordic_sin_cos_inst.real_x | 309 |
| phase_accum | 32 |
| add_freq_wd | 32 |
| cordic_sin_cos_inst.reg_out.sin_r | 16 |
| cordic_sin_cos_inst.imag_y | 316 |
